==> ./design.v <==
module counter(out,reset,clk);
output [3:0] out;
input clk,reset;
reg [3:0] out;
reg [3:0] out_tmp;
always @(posedge clk or posedge reset)
if (reset)
 out<=1'b0;
else
 out<=out+1;
always @(posedge clk or posedge reset)
if (reset)
	out_tmp <= 4'b0;
else
	out_tmp <= out +2;
endmodule
==> ./run.sh <==
#!/bin/bash
# OpenROAD 26Q1-2900-gdf79404cd8, Yosys 0.63+post, stock flow scripts
make -C /OpenROAD-flow-scripts/flow DESIGN_CONFIG=/design/flow/config.mk WORK_HOME=/design/flow/orfs finish
==> ./config.mk <==
export PLATFORM = sky130hd
export DESIGN_NAME = counter
export DESIGN_NICKNAME = counter
export VERILOG_FILES = /design/flow/design.v
export SDC_FILE = /design/flow/constraint.sdc
export NUM_CORES = 4
export LEC_CHECK = 1
export CORE_AREA = 10 10 70 70
export DIE_AREA = 0 0 80 80
==> ./constraint.sdc <==
current_design counter

set clk_period 1.5
set clk_io_pct 0.2

create_clock -name clk0 -period $clk_period [get_ports {clk}]

set non_clock_inputs [all_inputs -no_clocks]
set_input_delay [expr $clk_period * $clk_io_pct] -clock clk0 $non_clock_inputs
set_output_delay [expr $clk_period * $clk_io_pct] -clock clk0 [all_outputs]
==> CHANGELOG.md <==
### Metrics

- Result of the run: finished clean
- Number of buffers created by CTS: 3
- Drt wl/cell: 6.092 um
- Min cycle time layout: 1.402 ns
- Root Buffer Master: sky130_fd_sc_hd__clkbuf_4
- Biggest regs: out (4)
- Fraction of registers with async set/reset: 1.000
- Synth top cells by count: sky130_fd_sc_hd__dfrtp_1, sky130_fd_sc_hd__inv_1
- Total cell area reported by yosys after synthesis: 142.6 um2
- Ys cells: 10
- Worst hold margin: 0.2532 ns
- Port-buffer cells: 5
- Width of the chip: 80 um
- Die H: 80 um
- Worst setup SP type: flop
- Gpl congestion: 0.6441
- Synthesis-to-layout area growth: 96.49%
- DRC violation count after routing: 0
- Clk_skew: 0.004472 ns
- Initial antenna violation count: 0
- Class of the tightest hold or removal check: primary input to asynchronous set/reset pin
- Fp util: 0.04176
- Worst-path clk slew: 0.04 ns
- Avg Inst Size Synth: 14.26 um2
- Final standard cell utilization of the core: 0.08205
- Post-Syn Area: 142.6 um2
- Top register by number of flip-flops: out
- Setup TNS after final layout: 0 ns
- Maximum number of pins on one net before global-route repair: 5
- Critical path fanouts, max: 4
- Minimum setup slack after placement: 0.2948 ns
- Part of the cycle the worst path needs: 0.9346
- Top Usage Layer GRT: met1
- Vias in the first global route: 127
- Site Rows: 21
- Bufs on Longest Clock Path: 2
- Sequential element share of the synthesized area: 0.7018
- Number of register bits inferred by synthesis: 4
- Core Box Area: 3416 um2
- Most numerous cell in the Yosys netlist: sky130_fd_sc_hd__dfrtp_1
- Final wirelength: 396 um
- Max transition margin: 0.9008
- Crit-path cells: clkdlybuf4s50_1
- Cell count after placement: 61
- Crit-path leading delay family: buffers and inverters
- Synth cell types: 6
- Worst IR Drop VDD: 0.0004495 V
- Number of synthesized flops with an enable pin: 0
- Clock net sink count: 4
- Hold violation count in the final report: 0
- Grt total ovfl: 0
- Most used DFF post-synth: sky130_fd_sc_hd__dfrtp_1
- Max FFs per register: 4
- Met1 routing resource usage after global routing: 0.02068
- H-Tree Level Count: 1
- Arrival time at the worst endpoint: 1.10 ns
- Final design area excluding fillers: 280.3 um2
- Largest cells by area: sky130_fd_sc_hd__dfrtp_1, sky130_fd_sc_hd__ha_1, sky130_fd_sc_hd__xnor2_1
- First-pass GRT wire length: 662 um
- Measured slew at the worst slew-check pin: 0.1486 ns
- Synth top area share: 0.7018
- Total of endpoints with negative setup slack in the final report: 0
- Minimum setup slack in the final design: 0.09811 ns
- Static Leak: 0.1225 nW
- Post-CTS resize count: 0
- Via density: 1.523
- Antenna-violating nets left: 0
- Buffers & Inverters on Critical Path: 1
- Layout cell share with drive strength beyond 1: 0.2105
- Via Count: 99
- Sum of internal, switching and leakage power: 0.2436 mW
- All-Layer GR Usage: 0.01414
- Met3 usage in global routing: 0.01591
- Number of top-level design ports: 6
- Number of DRC violations after detailed-routing iteration 0: 0
- CTS hold repair buffers: 0
- Max-capacitance violation count: 0
- Data required time at the worst endpoint: 1.20 ns
- OpenROAD warnings: 25
- N_diodes: 0
- Synthesized instance count: 10
- Total die size: 6400 um2
- Number of standard cells in the layout, taps in and fillers out: 65
- Critical path's slowest cell: sky130_fd_sc_hd__clkdlybuf4s50_1
- Final Max-Slew Violation Tally: 0
- Biggest cell delay along the critical path: 0.49 ns
- Largest area contributor in the netlist: sky130_fd_sc_hd__dfrtp_1
- Total placed instance area: 250.2 um2
- Met2 Use GR: 0.01124
- Ratio of total power to cell area: 869.2 nW/um2
- Critical setup path kind: flop to output port
- CTS tree: built
- Maximum clock frequency: 713.3 MHz
- Yosys synthesis warning count: 1
- First-pass iteration count of the detailed router: 1
- Insertion delay at the late pin of the worst-skew pair: 0.23 ns
- Worst Setup End Kind: output port
- Unrepaired setup endpoints after global routing: no
-- placed cells by master (no fill, tap or decap), drive strengths merged --
master and n:
clkbuf 3, xor2 1, clkdlybuf4s50 5, dfrtp 4
nand3 1, ha 1, inv 2, buf 1
xnor2 1
-- what timing repair did --
item                       in CTS  in global routing
hold endpoints to repair        0                  0
setup endpoints to repair       0                  1
buffers inserted                0                  1
-- cells by family (layout without fill, tap and decap cells) --
family / count (synthesis) / in the layout / share of synthesized area
flops: 4 / 4 / 0.7018
xor+xnor: 2 / 2 / 0.1228
buf+inv: 2 / 11 / 0.05265
fa+ha+maj: 1 / 1 / 0.08771
simple gates: 1 / 1 / 0.03505
-- worst paths after layout --
kind	endpoint	start	cells past startpoint	slack, ns
max	out[0]	out[0]$_DFF_PP0_	1	0.1
min in group clk0	out[0]$_DFF_PP0_	out[0]$_DFF_PP0_	1	0.48
max reg2reg	out[2]$_DFF_PP0_	out[0]$_DFF_PP0_	2	0.63
min	out[3]$_DFF_PP0_	reset	2	0.25
max in group asynchronous	out[0]$_DFF_PP0_	reset	2	1.10
min reg2reg	out[0]$_DFF_PP0_	out[0]$_DFF_PP0_	1	0.48
-- metal layers --
layer  vias up  part of all wire
met3         0              0.16
li1         49                 -
met2         8              0.22
met5         -                 0
met1        42              0.62
met4         0                 0
-- area by class of cell --
class | instances | area, um2
Inverter | 2 | 7.507
Tap cell | 46 | 57.56
Fill cell | 409 | 3136
Timing Repair Buffer | 6 | 57.56
Clock buffer | 3 | 22.52
Sequential cell | 4 | 100.1
Multi-Input combinational cell | 4 | 35.03
-- where the power goes --
group,internal [mW],switching (mW)
clock network,0.0893,0.0411
registers,0.109,0
logic,0.00244,0.00222
Power figures rest on the tool's default switching activity, not on a simulated workload.
